--- /design/flow/config.mk ---
export PLATFORM = sky130hd
export DESIGN_NAME = async_fifo
export DESIGN_NICKNAME = async_fifo
export VERILOG_FILES = /design/flow/design.v
export SDC_FILE = /design/flow/constraint.sdc
export NUM_CORES = 4
export LEC_CHECK = 1
export CORE_UTILIZATION = 50
--- /design/flow/run.sh ---
#!/bin/bash
# OpenROAD 26Q1-2900-gdf79404cd8, Yosys 0.63+post, stock flow scripts
make -C /OpenROAD-flow-scripts/flow DESIGN_CONFIG=/design/flow/config.mk WORK_HOME=/design/flow/orfs finish
--- /design/flow/constraint.sdc ---
current_design async_fifo

set clk_period 2.7
set clk_io_pct 0.2

create_clock -name clk0 -period $clk_period [get_ports {fifo_r_clk_i}]
create_clock -name clk1 -period $clk_period [get_ports {fifo_w_clk_i}]

set non_clock_inputs [all_inputs -no_clocks]
set_input_delay [expr $clk_period * $clk_io_pct] -clock clk0 $non_clock_inputs
set_output_delay [expr $clk_period * $clk_io_pct] -clock clk0 [all_outputs]
--- /design/flow/design.v ---
module async_fifo#(
	parameter DATA_WIDTH = 8,
	parameter ADDR_DEPTY_BIT = 9,
	parameter ADDR_DEPTY = 512
)(
		rst_n_i,
		fifo_w_req_i,
		fifo_w_clk_i,
		fifo_w_data_i,
		fifo_w_full_o,
		fifo_r_req_i,
		fifo_r_clk_i,
		fifo_r_data_o,
		fifo_r_empty_o
);
	input									rst_n_i;
	input									fifo_w_req_i;
	input									fifo_w_clk_i;
	input	[DATA_WIDTH-1:0]			fifo_w_data_i;
	output								fifo_w_full_o;
	input									fifo_r_req_i;
	input									fifo_r_clk_i;
	output[DATA_WIDTH-1:0]			fifo_r_data_o;
	output								fifo_r_empty_o;
	wire									w_req;
	wire [ADDR_DEPTY_BIT:0]			w_addr_async_gray;
	wire [ADDR_DEPTY_BIT:0]			w_addr_sync_gray;
	wire [ADDR_DEPTY_BIT:0]			w_addr;
	wire									r_req;
	wire [ADDR_DEPTY_BIT:0]			r_addr_async_gray;
	wire [ADDR_DEPTY_BIT:0]			r_addr_sync_gray;
	wire [ADDR_DEPTY_BIT:0]			r_addr;
	write_control#(
		.ADD_WIDTH 			( ADDR_DEPTY_BIT )
	)write_control(
		.w_clk_i				( fifo_w_clk_i ),
		.rst_n_i				( rst_n_i ),
		.w_req_i				( fifo_w_req_i ),
		.r_g_addr			( r_addr_sync_gray ),
		.w_req_o				( w_req ),
		.w_full_o			( fifo_w_full_o ),
		.w_addr_bin			( w_addr ),
		.w_addr_gray		( w_addr_async_gray )
	);
	sync
	#(
		.WIDTH				( ADDR_DEPTY_BIT )	
	)sync_w(
		.clk_i				( fifo_r_clk_i ),
		.rst_n_i				( rst_n_i ),
		.async_data_i		( w_addr_async_gray ),
		.sync_data_o		( w_addr_sync_gray )
	);
	read_control#(
	   .ADD_WIDTH			( ADDR_DEPTY_BIT )
	)read_control(
		.r_clk_i				( fifo_r_clk_i ),
		.rst_n_i				( rst_n_i ),
		.r_req_i				( fifo_r_req_i ),
		.w_g_addr			( w_addr_sync_gray ),
		.r_req_o				( r_req ),
		.r_empty_o			( fifo_r_empty_o ),
		.r_addr_bin			( r_addr ),
		.r_addr_gray		( r_addr_async_gray )
	);
	sync
	#(
		.WIDTH				( ADDR_DEPTY_BIT )	
	)sync_r(
		.clk_i				( fifo_w_clk_i ),
		.rst_n_i				( rst_n_i ),
		.async_data_i		( r_addr_async_gray ),																																																			
		.sync_data_o		( r_addr_sync_gray )
	);
	ram#(
		.DATA_WIDTH ( DATA_WIDTH ),
		.ADDR_BIT   ( ADDR_DEPTY_BIT ),
		.ADDR_DEPTH ( ADDR_DEPTY )
)ram(
		.wrclk				( fifo_w_clk_i ),
		.wren					( w_req ),
		.wrdata				( fifo_w_data_i ),
		.wraddress			( w_addr[ADDR_DEPTY_BIT-1:0] ),
		.rst_n				( RST_n_i ),
		.rden					( r_req ),
		.rdclk				( fifo_r_clk_i ),
		.rddata					( fifo_r_data_o ),
		.rdaddress			( r_addr[ADDR_DEPTY_BIT-1:0] )	
);
endmodule
module bin_to_gray#(
	parameter WIDTH = 5
)(
		bin_data_i,
		gray_data_o
);
	input	[WIDTH:0]					bin_data_i;
	output[WIDTH:0]					gray_data_o;
	wire 						gray_c_d_h;
	reg	[WIDTH-1:0]		gray_c_d;
	assign gray_c_d_h = bin_data_i[WIDTH];
	integer i;
	always @(*)
		for( i = 0 ; i<WIDTH;i=i+1)
			gray_c_d[i] = bin_data_i[i]^bin_data_i[i+1];
	assign gray_data_o = {gray_c_d_h,gray_c_d};
endmodule
module ram#(
	parameter DATA_WIDTH = 8,
	parameter ADDR_BIT = 9,
	parameter ADDR_DEPTH = 512
)(
		wrclk,
		wren,
		wrdata,
		wraddress,
		rst_n,
		rden,
		rdclk,
		rddata,
		rdaddress	
);
	input 									wrclk;
	input										wren;
	input		 [DATA_WIDTH-1:0]			wrdata;
	input 	 [ADDR_BIT-1:0]			wraddress;
	input 									rst_n;
	input 									rden;
	input 									rdclk;
	input 	 [ADDR_BIT-1:0]			rdaddress;
	output reg[DATA_WIDTH-1:0]			rddata;
	reg 		 [DATA_WIDTH-1:0]			mem[ADDR_DEPTH-1:0];
	integer i;
	always@(posedge wrclk)
	if(!rst_n)
		for(i=0;i<ADDR_DEPTH;i=i+1)
			mem[i] <= 0;
	else if( wren )
		mem[wraddress] <= wrdata;
	always@(posedge rdclk)
	if(!rst_n)
		rddata <= 0;
	else if( rden )
		rddata <= mem[rdaddress];
endmodule
module read_control#(
	parameter ADD_WIDTH = 9
)(
		r_clk_i,
		rst_n_i,
		r_req_i,
		w_g_addr,
		r_req_o,
		r_empty_o,
		r_addr_bin,
		r_addr_gray
);
	input								r_clk_i;
	input								rst_n_i;
	input								r_req_i;
	input	[ADD_WIDTH:0]			w_g_addr;
	output 							r_req_o;
	output							r_empty_o;
	output reg[ADD_WIDTH:0]		r_addr_bin;
	output [ADD_WIDTH:0]			r_addr_gray;
	always@(posedge r_clk_i or negedge rst_n_i)
	if(!rst_n_i)
		r_addr_bin <= 0;
	else if(r_req_i && ~r_empty_o)
		r_addr_bin <= r_addr_bin + 1;
	bin_to_gray#(
		.WIDTH 				( ADD_WIDTH )
	)bin_to_gray_r(
		.bin_data_i			( r_addr_bin ),
		.gray_data_o		( r_addr_gray )
	);
	assign r_empty_o = ( r_addr_gray== w_g_addr )?1'b1:1'b0;
	assign r_req_o = r_req_i;
endmodule
module sync
#(
		parameter WIDTH = 5	
)(
		clk_i,
		rst_n_i,
		async_data_i,
		sync_data_o
);
		input   						clk_i;
		input							rst_n_i;
		input 	[WIDTH:0]		async_data_i;
		output 	[WIDTH:0]		sync_data_o;
		reg[WIDTH:0]	sync_data_1,sync_data_2;
		always@(posedge clk_i or negedge rst_n_i)
		if(!rst_n_i) begin
			sync_data_1 <= 0;
			sync_data_2 <= 0;
		end
		else begin
			sync_data_1 <= async_data_i;
			sync_data_2 <= sync_data_1;
		end
		assign	sync_data_o = sync_data_2;
endmodule
module write_control#(
	parameter ADD_WIDTH = 9
)(
		w_clk_i,
		rst_n_i,
		w_req_i,
		r_g_addr,
		w_req_o,
		w_full_o,
		w_addr_bin,
		w_addr_gray
);
	input								w_clk_i;
	input								rst_n_i;
	input								w_req_i;
	input	[ADD_WIDTH:0]			r_g_addr;
	output 							w_req_o;
	output							w_full_o;
	output reg[ADD_WIDTH:0]		w_addr_bin;
	output [ADD_WIDTH:0]			w_addr_gray;
	always@(posedge w_clk_i or negedge rst_n_i)
	if(!rst_n_i)
		w_addr_bin <= 0;
	else if(w_req_i && ~w_full_o)
		w_addr_bin <= w_addr_bin + 1;
	bin_to_gray#(
		.WIDTH 				( ADD_WIDTH )
	)bin_to_gray_w(
		.bin_data_i			( w_addr_bin ),
		.gray_data_o		( w_addr_gray )
	);
	assign w_full_o = ({~w_addr_gray[ADD_WIDTH],~w_addr_gray[ADD_WIDTH-1],~w_addr_gray[ADD_WIDTH-2:0]} == r_g_addr)?1'b1:1'b0;
	assign w_req_o = w_req_i;
endmodule
==> run summary <==
Implementation status.

- Counting every instance in the synthesized netlist gives 170.
- The final core utilization is 64.8%.
- RePlAce ended its routability-driven mode at a weighted congestion of 0.792.
- For this run, the script counts the antenna cells in the layout as 0.
- The wire length of the first global-routing pass is 6.60 mm.
- The total net switching power is 0.00119 W.
- The placed standard-cell area is 0.00248 mm^2.
- The clock tree has to reach 60 sinks.
- The detailed-route wire length per cell is 15.7 um.
- The post-synthesis cell count from yosys is 170.
- The flow ran to the end, and the final reports show no timing, DRC or antenna violations.
- Of the synthesized area, sequential elements account for 62.6%.
- Total global-route track usage over all layers is 18.1%.
- The endpoint kind of the worst setup timing path is a primary output.
- The setup TNS is 0 ns.
- The sequential share of power is 43.7%.
- In this run the remaining antenna-violating nets after routing total 0.
- The yosys warning tally is 7.
- According to the floorplan log, the row count is 24.
- The number of antenna violations at the first check in global routing came to 0.
- In the final report, the number of pins over their slew limit comes to 0.
- The mean post-synth cell area is 14.1 um^2.
- For this design the static power due to leakage is 1.37 nW.
- The post-synthesis to final-layout area growth is 21.0%.
- The CTS tree is yes.
- For this design the ratio of total power to cell area is 1230 mW/mm^2.
- For this run the aggregate overflow at the end of global routing stands at 0.
- The max-capacitance violation count is 0.
- The clock share of power is 22.5%.
- Traced cell by cell, the critical path runs through ha_4 -> xor2_1 -> nor4_2 -> and4_1 -> clkdlybuf4s50_1.
- The transition time at the pin with the least slew margin is 0.493 ns.
- Measured along the y axis, the die boundary spans 71.2 um.
- The total iterations of the first detailed-routing run is 4.
- The largest net degree at the start of global routing is 41.
- In the layout the commonest cells are sky130_fd_sc_hd__dfrtp_1 (54), sky130_fd_sc_hd__xor2_1 (33), sky130_fd_sc_hd__buf_4 (14), sky130_fd_sc_hd__clkbuf_8 (11), sky130_fd_sc_hd__nor2_1 (9).
- Yosys attributes the largest share of cell area to sky130_fd_sc_hd__dfrtp_1 (63%), sky130_fd_sc_hd__xor2_1 (12%), sky130_fd_sc_hd__ha_1 (8.4%).
- The launch point of the worst path is read_control.r_addr_bin[7].
- Routing resource usage on met2 recorded by global route was 24.2%.
- The fraction of final layout cells with drive strength greater than 1 is 26.6%.
- Along the critical path, the tally of buffer and inverter instances is 1.
- The final-report hold violation count is 0.
- The post-synth area from yosys stat is 0.00240 mm^2.
- The number of global-route vias before repair is 1326.
- For this run, the detailed router reports a per-instance via density of 5.10.
- The maximum ir drop on the vdd rail is 778 uV.
- Per the finish-stage timing summary, setup violations number 0.
- The data arrival time reported for the critical path is 2.14 ns.
- Between clock sinks in the finished design, the worst skew comes to 0.00812 ns.
- The distinct cell type count of the synthesized netlist is 24.
- The post-synthesis register bit count is 60.
- Per the log, the first TritonRoute iteration ended with a DRC count of 58.
- The largest single stage delay on the critical path is 0.46 ns.
- Measured against its own limit, the worst slew margin works out to 66.8%.
- The category of the worst setup path launch point is a flip-flop.
- The cell with the biggest individual delay on the critical path is sky130_fd_sc_hd__clkdlybuf4s50_1.
- The count of hold buffers inserted by post-cts repair is 0.
- The floorplan step defined a core boundary enclosing 0.00447 mm^2.
- STA lists the startpoint of the worst register-to-register path as read_control.r_addr_bin[7].
- The logs give a warning total of 35.
- The initial cell density of the core is 53.6%.
- The layer flagged by global routing as most heavily used is met1.
- The most area-hungry cell type in the Yosys netlist is sky130_fd_sc_hd__dfrtp_1.
- The die covers 0.00508 mm^2.
- The residual DRC count is 0.
- met1 track demand over resource after global routing is 31.0%.
- The width of the die is 71.2 um.
- The met3 track demand over resource is 5.71%.
- Setup repair after global routing could not meet its margin everywhere.
- The number of vias in the routed layout is 1301.
- The overall routed net length is 4.01 mm.
- The number of I/O port buffers is 5.
- The final standard cell area without fillers is 0.00290 mm^2.
- The type recorded for the worst min-delay path is in -> async.
- The count of boundary I/O pins is 23.
- Per the timing report, the biggest fanout along the worst path comes to 3.
- The fraction of power spent switching nets is 33.2%.
- In the power breakdown, the internal column shows 0.00239 W.
- Among cell families on the critical path, the largest total delay comes from simple AND/OR/NAND/NOR gates.
- After legalization and detailed placement, the total HPWL measured 2.66 mm.
- The combinational fraction of design power is 33.8%.
- The critical path is of the reg -> out type.
- The data required time of the worst path is 2.16 ns.
- Of the post-synthesis cell area, the dominant cell type holds 62.6%.
- The post-synthesis instance area is 0.00240 mm^2.
- The most common logic cell in the routed design is sky130_fd_sc_hd__dfrtp_1.
- After clock tree synthesis, the clock-pin slew on the worst setup and hold paths is 0.07 ns.
registers in the layout (all words and copies together) (netlist names):
| register | flops |
|---|---|
| sync_w.sync_data_2 | 10 |
| write_control.w_addr_bin | 10 |
| sync_w.sync_data_1 | 10 |
| sync_r.sync_data_1 | 10 |
| read_control.r_addr_bin | 10 |
| sync_r.sync_data_2 | 10 |
stage by stage:
| stage | total power, W | hold slack (ns) | setup WS (ns) | instances |
|---|---|---|---|---|
| 3_5_place_dp | 0.00245 | 0.338 | 0.204 | 227 |
| 2_1_floorplan | 0.00216 | 0.244 | 0.756 | 177 |
| 5_1_grt | 0.00383 | 0.0185 | -0.0847 | 255 |
| 4_1_cts | 0.00348 | 0.0277 | 0.00107 | 250 |
| 3_3_place_gp | 0.00244 | 0.334 | 0.197 | 227 |
| 6_report | 0.00358 | 0.0350 | 0.0170 | 255 |
layer usage:
metal,vias up,share of wire (%)
met5,-,0
met3,10,4.6
met4,0,1.8
met2,26,43
met1,663,50
li1,602,-
cell type report:
class,count,area [um^2]
multi-input combinational,104,961
sequential,60,1510
timing repair buffer,19,150
fill,331,1570
tap,52,65.1
clock buffer,12,155
clock inverter,4,45.0
inverter,4,15.0
power by group through the flow:
stage | Combinational [W] | Clock, W | Sequential [W]
CTS | 0.00112 | 0.000823 | 0.00153
global route | 0.00135 | 0.000869 | 0.00160
finish | 0.00121 | 0.000806 | 0.00156
cells in the mapped netlist:
master                     count
sky130_fd_sc_hd__and4b_1       1
sky130_fd_sc_hd__nor2b_1       3
sky130_fd_sc_hd__ha_1         16
sky130_fd_sc_hd__dfrtp_1      60
sky130_fd_sc_hd__nor3_1        2
sky130_fd_sc_hd__nand4_1       3
sky130_fd_sc_hd__xor2_1       34
sky130_fd_sc_hd__a41o_1        1
sky130_fd_sc_hd__inv_1         4
sky130_fd_sc_hd__nand3b_1      1
sky130_fd_sc_hd__xnor2_1       5
sky130_fd_sc_hd__mux2i_1       1
sky130_fd_sc_hd__buf_4         8
sky130_fd_sc_hd__o31ai_1       1
sky130_fd_sc_hd__mux2_1        2
sky130_fd_sc_hd__nor2_1        9
sky130_fd_sc_hd__nand2_1       5
sky130_fd_sc_hd__buf_6         1
sky130_fd_sc_hd__and4_1        2
sky130_fd_sc_hd__conb_1        1
sky130_fd_sc_hd__nor4_1        1
sky130_fd_sc_hd__nor3_2        5
sky130_fd_sc_hd__nand3_1       3
sky130_fd_sc_hd__nor3b_1       1
worst reg2reg max path, cell delays in order (launching register included):
cell and delay [ns]:
sky130_fd_sc_hd__dfrtp_2 0.45, sky130_fd_sc_hd__ha_4 0.24, sky130_fd_sc_hd__xor2_1 0.17, sky130_fd_sc_hd__nor4_2 0.32, sky130_fd_sc_hd__buf_4 0.16, sky130_fd_sc_hd__buf_4 0.09
sky130_fd_sc_hd__buf_4 0.09, sky130_fd_sc_hd__buf_4 0.09, sky130_fd_sc_hd__buf_4 0.09, sky130_fd_sc_hd__a41o_2 0.33, sky130_fd_sc_hd__mux2_1 0.35
logic make-up after synthesis:
kind of cell / Yosys count / synth area share, %
DFF: 60 / 62.6
xor gates and xnor gates: 39 / 14.2
and+or+nand+nor: 36 / 8.93
adders and majority gates: 16 / 8.35
buffers and inverters: 13 / 3.60
muxes: 3 / 1.36
AOI/OAI and AO/OA: 2 / 0.731
other: 1 / 0.156
what timing repair did:
item / in CTS / in global routing
cloned: 0 / 0
resized: 9 / 10
pin swaps: 6 / 8
setup buffers: 7 / 5
endpoints found under the setup margin: 2 / 6
final timing paths:
check	depth (start not counted)	slack [ns]	to
min in group clk0	0	0.35	sync_w.sync_data_2[1]
max in group clk1	7	0.44	write_control.w_addr_bin[1]
worst min-delay path	1	0.03	write_control.w_addr_bin[9]
worst max-delay path	5	0.02	fifo_r_empty_o
worst min register to register	0	0.34	sync_r.sync_data_2[4]
max in group asynchronous	2	1.96	read_control.r_addr_bin[7]
min in group clk1	0	0.34	sync_r.sync_data_2[4]
worst max register to register	10	0.21	read_control.r_addr_bin[1]
Power figures rest on the tool's default switching activity, not on a simulated workload.
